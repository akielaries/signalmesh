<file path="config.mk">
export PLATFORM = sky130hd
export DESIGN_NAME = apb_memmap
export DESIGN_NICKNAME = apb_memmap
export VERILOG_FILES = /design/flow/design.v
export SDC_FILE = /design/flow/constraint.sdc
export NUM_CORES = 4
export LEC_CHECK = 1
export CORE_UTILIZATION = 50
</file>
<file path="constraint.sdc">
current_design apb_memmap

set clk_period 8.8
set clk_io_pct 0.2

create_clock -name clk0 -period $clk_period [get_ports {APBCLK}]

set non_clock_inputs [all_inputs -no_clocks]
set_input_delay [expr $clk_period * $clk_io_pct] -clock clk0 $non_clock_inputs
set_output_delay [expr $clk_period * $clk_io_pct] -clock clk0 [all_outputs]
</file>
<file path="design.v">
parameter RGMII_INPUT_DELAY_VALUE = 100;
parameter MIIM_CLK_DIVIDER = 20;
parameter DEVICE = "1N/2A_Series";
module apb_memmap (
    input        APBCLK,
    input        APBRESET,
    input [31:0] PADDR,
    input        PSEL,
    input        PENABLE,
    input        PWRITE,
    input [31:0] PWDATA,
    output [31:0] PRDATA,
    output       PREADY,
    output       PSLVERR
);
    localparam SYSINFO_BASE = 20'h00000;
    localparam SYSINFO_SIZE = 20'h00014;
    localparam GPIO_BASE    = 20'h00020;
    localparam GPIO_SIZE    = 20'h00008;
    wire [31:0] sysinfo_prdata;
    wire        sysinfo_pready;
    wire [31:0] gpio_prdata;
    wire        gpio_pready;
    wire sysinfo_sel = PSEL && (PADDR[19:0] < 20'h14);
    wire gpio_sel    = PSEL && (PADDR[19:0] >= 20'h20 && PADDR[19:0] < 20'h30);
    system_info sysinfo_inst (
        .APBCLK(APBCLK),
        .APBRESET(APBRESET),
        .PADDR(PADDR),
        .PSEL(PSEL & sysinfo_sel),
        .PENABLE(PENABLE),
        .PWRITE(PWRITE),
        .PWDATA(PWDATA),
        .PRDATA(sysinfo_prdata),
        .PREADY(sysinfo_pready),
        .PSLVERR()
    );
    wire [31:0] gpio_out;
    wire [31:0] gpio_stat = 32'h00C0FFEE;
    gpio gpio_inst (
        .APBCLK   (APBCLK),
        .APBRESET (APBRESET),
        .PADDR    (PADDR),
        .PSEL     (PSEL & gpio_sel),
        .PENABLE  (PENABLE),
        .PWRITE   (PWRITE),
        .PWDATA   (PWDATA),
        .PRDATA   (gpio_prdata),
        .PREADY   (gpio_pready),
        .PSLVERR  (),
        .gpio_out (gpio_out),
        .gpio_stat(gpio_stat)
    );
    assign PRDATA =
        sysinfo_sel ? sysinfo_prdata :
        gpio_sel    ? gpio_prdata :
                      32'h00000000;
    assign PREADY =
        sysinfo_sel ? sysinfo_pready :
        gpio_sel    ? gpio_pready :
                      1'b1;
    assign PSLVERR = 1'b0;
endmodule
module gpio (
    input         APBCLK,
    input         APBRESET,
    input  [31:0] PADDR,
    input         PSEL,
    input         PENABLE,
    input         PWRITE,
    input  [31:0] PWDATA,
    output [31:0] PRDATA,
    output        PREADY,
    output        PSLVERR,
    output [31:0] gpio_out,
    input  [31:0] gpio_stat
);
    wire [31:0] prdata_cheby;
    wire        pready_cheby;
    gpio_regs u_regs (
        .pclk    (APBCLK),
        .presetn (APBRESET),
        .paddr   (PADDR[2:2]),
        .psel    (PSEL),
        .pwrite  (PWRITE),
        .penable (PENABLE),
        .pready  (pready_cheby),
        .pwdata  (PWDATA),
        .pstrb   (4'b1111),
        .prdata  (prdata_cheby),
        .pslverr (),
        .out_o   (gpio_out),
        .stat_i  (gpio_stat)
    );
    assign PRDATA  = prdata_cheby;
    assign PREADY  = pready_cheby;
    assign PSLVERR = 1'b0;
endmodule
module gpio_regs
  (
    input   wire pclk,
    input   wire presetn,
    input   wire [2:2] paddr,
    input   wire psel,
    input   wire pwrite,
    input   wire penable,
    output  wire pready,
    input   wire [31:0] pwdata,
    input   wire [3:0] pstrb,
    output  wire [31:0] prdata,
    output  wire pslverr,
    output  wire [31:0] out_o,
    input   wire [31:0] stat_i
  );
  wire wr_req;
  wire [2:2] wr_addr;
  wire [31:0] wr_data;
  wire rd_req;
  wire [2:2] rd_addr;
  reg [31:0] rd_data;
  reg wr_ack;
  reg rd_ack;
  reg [31:0] out_reg;
  reg out_wreq;
  wire out_wack;
  reg rd_ack_d0;
  reg [31:0] rd_dat_d0;
  reg wr_req_d0;
  reg [2:2] wr_adr_d0;
  reg [31:0] wr_dat_d0;
  assign wr_req = (psel & pwrite) & ~penable;
  assign wr_addr = paddr;
  assign wr_data = pwdata;
  always @(pstrb)
  ;
  assign rd_req = (psel & ~pwrite) & ~penable;
  assign rd_addr = paddr;
  assign prdata = rd_data;
  assign pready = wr_ack | rd_ack;
  assign pslverr = 1'b0;
  always @(posedge(pclk))
  begin
    if (!presetn)
      begin
        rd_ack <= 1'b0;
        rd_data <= 32'b00000000000000000000000000000000;
        wr_req_d0 <= 1'b0;
        wr_adr_d0 <= 1'b0;
        wr_dat_d0 <= 32'b00000000000000000000000000000000;
      end
    else
      begin
        rd_ack <= rd_ack_d0;
        rd_data <= rd_dat_d0;
        wr_req_d0 <= wr_req;
        wr_adr_d0 <= wr_addr;
        wr_dat_d0 <= wr_data;
      end
  end
  assign out_o = out_reg;
  assign out_wack = out_wreq;
  always @(posedge(pclk))
  begin
    if (!presetn)
      out_reg <= 32'b00000000000000000000000000000000;
    else
      if (out_wreq == 1'b1)
        out_reg <= wr_dat_d0;
  end
  always @(wr_adr_d0, wr_req_d0, out_wack)
  begin
    out_wreq = 1'b0;
    case (wr_adr_d0[2:2])
    1'b0:
      begin
        out_wreq = wr_req_d0;
        wr_ack = out_wack;
      end
    1'b1:
      wr_ack = wr_req_d0;
    default:
      wr_ack = wr_req_d0;
    endcase
  end
  always @(rd_addr, rd_req, out_reg, stat_i)
  begin
    rd_dat_d0 = {32{1'bx}};
    case (rd_addr[2:2])
    1'b0:
      begin
        rd_ack_d0 = rd_req;
        rd_dat_d0 = out_reg;
      end
    1'b1:
      begin
        rd_ack_d0 = rd_req;
        rd_dat_d0 = stat_i;
      end
    default:
      rd_ack_d0 = rd_req;
    endcase
  end
endmodule
module system_info (
    input         APBCLK,
    input         APBRESET,
    input  [31:0] PADDR,
    input         PSEL,
    input         PENABLE,
    input         PWRITE,
    input  [31:0] PWDATA,
    output [31:0] PRDATA,
    output        PREADY,
    output [1:0]  PSLVERR
);
    wire [31:0] prdata_cheby;
    wire        pready_cheby;
    sysinfo_regs u_regs (
        .pclk(APBCLK),
        .presetn(APBRESET),
        .paddr(PADDR[4:2]),    
        .psel(PSEL),
        .pwrite(PWRITE),
        .penable(PENABLE),
        .pready(pready_cheby),
        .pwdata(PWDATA),
        .pstrb(4'b1111),
        .prdata(prdata_cheby),
        .pslverr(),
        .magic_i(32'hDEADBEEF),
        .mfg_code_A_i(32'h476F7769),
        .mfg_code_B_i(32'h6E36304B),
        .version_patch_i(8'd0),
        .version_minor_i(8'd0),
        .version_major_i(16'd1),
        .cheby_version_patch_i(8'd0),
        .cheby_version_minor_i(8'd7),
        .cheby_version_major_i(16'd1)
    );
    assign PRDATA  = prdata_cheby;
    assign PREADY  = pready_cheby;
    assign PSLVERR = 2'b00;
endmodule
module sysinfo_regs
  (
    input   wire pclk,
    input   wire presetn,
    input   wire [4:2] paddr,
    input   wire psel,
    input   wire pwrite,
    input   wire penable,
    output  wire pready,
    input   wire [31:0] pwdata,
    input   wire [3:0] pstrb,
    output  wire [31:0] prdata,
    output  wire pslverr,
    input   wire [31:0] magic_i,
    input   wire [31:0] mfg_code_A_i,
    input   wire [31:0] mfg_code_B_i,
    input   wire [7:0] version_patch_i,
    input   wire [7:0] version_minor_i,
    input   wire [15:0] version_major_i,
    input   wire [7:0] cheby_version_patch_i,
    input   wire [7:0] cheby_version_minor_i,
    input   wire [15:0] cheby_version_major_i
  );
  wire wr_req;
  wire [4:2] wr_addr;
  wire rd_req;
  wire [4:2] rd_addr;
  reg [31:0] rd_data;
  reg wr_ack;
  reg rd_ack;
  reg rd_ack_d0;
  reg [31:0] rd_dat_d0;
  reg wr_req_d0;
  reg [4:2] wr_adr_d0;
  assign wr_req = (psel & pwrite) & ~penable;
  assign wr_addr = paddr;
  always @(pstrb)
  ;
  assign rd_req = (psel & ~pwrite) & ~penable;
  assign rd_addr = paddr;
  assign prdata = rd_data;
  assign pready = wr_ack | rd_ack;
  assign pslverr = 1'b0;
  always @(posedge(pclk))
  begin
    if (!presetn)
      begin
        rd_ack <= 1'b0;
        rd_data <= 32'b00000000000000000000000000000000;
        wr_req_d0 <= 1'b0;
        wr_adr_d0 <= 3'b000;
      end
    else
      begin
        rd_ack <= rd_ack_d0;
        rd_data <= rd_dat_d0;
        wr_req_d0 <= wr_req;
        wr_adr_d0 <= wr_addr;
      end
  end
  always @(wr_adr_d0, wr_req_d0)
  case (wr_adr_d0[4:2])
  3'b000:
    wr_ack = wr_req_d0;
  3'b001:
    wr_ack = wr_req_d0;
  3'b010:
    wr_ack = wr_req_d0;
  3'b011:
    wr_ack = wr_req_d0;
  3'b100:
    wr_ack = wr_req_d0;
  default:
    wr_ack = wr_req_d0;
  endcase
  always @(rd_addr, rd_req, magic_i, mfg_code_A_i, mfg_code_B_i, version_patch_i, version_minor_i, version_major_i, cheby_version_patch_i, cheby_version_minor_i, cheby_version_major_i)
  begin
    rd_dat_d0 = {32{1'bx}};
    case (rd_addr[4:2])
    3'b000:
      begin
        rd_ack_d0 = rd_req;
        rd_dat_d0 = magic_i;
      end
    3'b001:
      begin
        rd_ack_d0 = rd_req;
        rd_dat_d0 = mfg_code_A_i;
      end
    3'b010:
      begin
        rd_ack_d0 = rd_req;
        rd_dat_d0 = mfg_code_B_i;
      end
    3'b011:
      begin
        rd_ack_d0 = rd_req;
        rd_dat_d0[7:0] = version_patch_i;
        rd_dat_d0[15:8] = version_minor_i;
        rd_dat_d0[31:16] = version_major_i;
      end
    3'b100:
      begin
        rd_ack_d0 = rd_req;
        rd_dat_d0[7:0] = cheby_version_patch_i;
        rd_dat_d0[15:8] = cheby_version_minor_i;
        rd_dat_d0[31:16] = cheby_version_major_i;
      end
    default:
      rd_ack_d0 = rd_req;
    endcase
  end
endmodule
</file>
<file path="run.sh">
#!/bin/bash
# OpenROAD 26Q1-2900-gdf79404cd8, Yosys 0.63+post, stock flow scripts
make -C /OpenROAD-flow-scripts/flow DESIGN_CONFIG=/design/flow/config.mk WORK_HOME=/design/flow/orfs finish
</file>
==> flow_metrics.py <==
# Generated from Yosys and OpenROAD reports
metrics = {
    "timing": {
        "timing.slew.headroom_pct": 44.8,
        "hold_viol_final": 0,
        "tightestPinTransition_ns": 0.826,
        "finalCritPeriodShare_pct": 67.4,
        "whs_ns": 0.434,
        "clock_skew_ns": 0.00633,
        "finalSetupViolations": 0,
        "period_minus_slack_ns": 5.93,
        "setup_slack_ns": 2.87,
        "fmax_mhz": 169,
        "rsz0062_at_grt": "no",
        "slew_viol_final": 0,
        "tns_ns": 0,
    },
    "setup_path": {
        "path_class": "input pin to output port",
        "arrival_ns": 4.17,
        "cpMaxStageDelayCell": "nand4_2",
        "path_delay_family": "simple AND/OR/NAND/NOR gates",
        "crit_path_start_kind": "input pin",
        "worst_setup_path_end_kind": "output port",
        "crit_path_max_incr_delay_ns": 0.70,
        "cp_cell_sequence": "clkdlybuf4s50_1 -> nor4_2 -> nand4_2 -> a21oi_1 -> clkdlybuf4s50_1",
        "cp.required_ns": 7.04,
        "path_max_fanout": 33,
        "critPathBufInv": 2,
        "crit_top_cell": "clkdlybuf4s50_1",
    },
    "synth": {
        "synth_cell_types": 36,
        "ys_top_logic_family": "simple AND/OR/NAND/NOR gates",
        "yosys_area_sq_um": 3980,
        "synthesis.area_sq_um": 3980,
        "ys_ff": 113,
        "syn_inst": 417,
        "edf_count": 0,
        "synthSimpleGateAreaFrac_pct": 22.5,
        "synthAoiAreaFrac_pct": 15.9,
        "ff_type": "dfxtp_1",
        "async_flop_share_pct": 0,
        "ys_seq_share_pct": 56.8,
        "synthMuxAreaShare_pct": 0,
        "xor_share_pct": 0.440,
        "ys.warnings.count": 2,
        "syn_avg_cell_area_sq_um": 9.55,
        "ys_sh_adder_pct": 0,
        "yosys_cells": 417,
    },
    "clock_network": {
        "cts.sinks": 113,
        "post_cts_buffers": 0,
        "cts.htree.levels": 4,
        "cts_tree": "built",
        "ctsResizeCount": 0,
        "clkLatencyLatePin_ns": 0.49,
        "clockBufferDepth": 2,
        "root_buffer": "clkbuf_8",
        "hold_buffers": 0,
        "clkTransAtPathRegs_ns": 0.06,
        "cts_made_buffers": 17,
    },
    "cells_and_area": {
        "fillers": 568,
        "sequential_cell_area_sq_um": 2260,
        "drive_gt1_share_pct": 8.82,
        "area_delta_synth_final_pct": 36.3,
        "final_cell_mix": "113 x dfxtp_1, 86 x clkdlybuf4s50_1, 83 x nand2_1",
        "stdcell_area_sq_um": 5430,
        "lay_top_count": "dfxtp_1",
        "logic_area_sq_um": 1550,
    },
    "route": {
        "dr.pass1.iters": 4,
        "diodes": 0,
        "routedWlPerCell_um": 12.8,
        "vias_per_cell": 5.02,
        "drc_errors": 0,
        "drt_wl_total_mm": 7.81,
        "ant_nets": 0,
        "drtIter0Drc": 121,
        "vias": 3072,
    },
    "floorplanning": {
        "initCoreUtil_pct": 51.5,
        "row_count": 32,
        "chipWidth_um": 91.2,
        "dieArea_sq_um": 8330,
        "core_sq_um": 7730,
        "die_h_um": 91.2,
        "ios": 103,
    },
    "min_path": {
        "worstHoldPathType": "flop to flop",
    },
    "global_routing": {
        "grt_pass1_vias": 2904,
        "grt_pass1_wl_mm": 13.2,
        "overflow": 0,
        "grt_max_degree": 91,
        "antenna_found_initial": 0,
        "grt_usage_pct": 20.7,
    },
    "power": {
        "p_seq_share_pct": 43.8,
        "pwr-share-comb_pct": 4.9,
        "p_per_area_nw_per_um2": 224,
        "switching_power_w": 0.000252,
        "p_int_w": 0.000964,
        "peakVddDrop_v": 0.000195,
        "p_leak_nw": 1.93,
        "p_clk_share_pct": 51.3,
        "p_sw_share_pct": 20.7,
    },
    "placed_design": {
        "port_buffers": 87,
        "gp_congestion": 0.814,
        "dp_slack_ns": 2.84,
        "postPlaceCellArea_sq_um": 4870,
        "dpl.hpwl_mm": 4.73,
    },
    "flow_run": {
        "warning_count": 40,
        "maxCapViolations": 0,
    },
    "outcome": {
        "status": "finished clean",
    },
}
-- per-stage QoR --
stage / util, % / total power (W) / cells
final: 70.2 / 0.00122 / 612
after detailed placement: 63.0 / 0.000602 / 580
after global routing: 70.2 / 0.00126 / 612
after CTS: 70.2 / 0.00123 / 612
after floorplan: - / 0.000570 / 417
after global placement: 63.0 / 0.000602 / 580
-- kinds of logic after synthesis --
logic type	Yosys count
compound gates	88
simple gates	179
other cells	1
flops	113
xor+xnor	2
buf+inv	34
-- worst register-to-register path, cell delays in order (launching register included) --
cell	delay, ns
dfxtp_1	0.35
nor2b_2	0.54
buf_4	0.36
nand2_1	0.10
a21boi_0	0.14
-- synth_stat cells, types with 4 or more instances --
cell type / instances / area (sq um)
buf_2: 12 / 60.1
a21boi_0: 24 / 180
a21boi_1: 11 / 82.6
clkbuf_1: 15 / 56.3
a32oi_1: 16 / 140
nand2_1: 83 / 312
a21oi_1: 19 / 95.1
nand3_1: 4 / 20.0
dfxtp_1: 113 / 2260
o21a_1: 16 / 120
and2_1: 49 / 307
nor2_1: 22 / 82.6
-- per-layer routing --
metal  global-route usage (%)  routed length (um)  share of wire [%]  vias to the layer above
met1                     28.5                3580                 46                     1437
met2                     33.9                3630                 47                       90
met4                     2.12                  57               0.73                        0
met5                        0                   0                  0                        -
met3                     7.14                 539                6.9                        5
li1                         -                   -                  -                     1540
-- path summary, 6_finish.rpt --
path                                       end                           start  slack, ns  cells past startpoint
setup reg to reg   gpio_inst.u_regs.out_reg[7]      gpio_inst.u_regs.wr_req_d0       7.23                      4
hold / removal    gpio_inst.u_regs.out_reg[16]  gpio_inst.u_regs.wr_dat_d0[16]       0.43                      2
hold reg to reg   gpio_inst.u_regs.out_reg[16]  gpio_inst.u_regs.wr_dat_d0[16]       0.43                      2
setup / recovery                    PRDATA[23]                        PADDR[9]       2.87                      5
-- cell type report --
type / instances / area share (%)
flip-flops and latches: 113 / 41.7
inverters: 1 / 0.0692
repair buffers: 94 / 16.9
well taps: 102 / 2.35
clock buffers: 19 / 7.77
clock inverters: 13 / 2.56
multi-input cells: 270 / 28.6
-- power groups by stage --
stage / Sequential (W) / Clock, W / Combinational (W)
6_report: 0.000532 / 0.000624 / 0.0000595
4_1_cts: 0.000532 / 0.000635 / 0.0000599
5_1_grt: 0.000534 / 0.000666 / 0.0000655
Power figures rest on the tool's default switching activity, not on a simulated workload.
